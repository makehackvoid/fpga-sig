[./run.sh]
#!/bin/bash
# OpenROAD 26Q1-2900-gdf79404cd8, Yosys 0.63+post, stock flow scripts
make -C /OpenROAD-flow-scripts/flow DESIGN_CONFIG=/design/flow/config.mk WORK_HOME=/design/flow/orfs finish
[./config.mk]
export PLATFORM = sky130hd
export DESIGN_NAME = register_file
export DESIGN_NICKNAME = register_file
export VERILOG_FILES = /design/flow/design.v
export SDC_FILE = /design/flow/constraint.sdc
export NUM_CORES = 4
export LEC_CHECK = 1
export CORE_UTILIZATION = 50
[./constraint.sdc]
current_design register_file

set clk_period 9.3
set clk_io_pct 0.2

create_clock -name clk0 -period $clk_period [get_ports {clk}]

set non_clock_inputs [all_inputs -no_clocks]
set_input_delay [expr $clk_period * $clk_io_pct] -clock clk0 $non_clock_inputs
set_output_delay [expr $clk_period * $clk_io_pct] -clock clk0 [all_outputs]
[./design.v]
`timescale 1ns / 1ps
module register_file(
    input             clk,
    input             reset,
    input             we,
    input      [4:0]  add1,
    input      [4:0]  add2,
    input      [7:0]  din1,
    output     [7:0]  dout1,
    output     [7:0]  dout2
    );
    reg [7:0] regfile [31:0];
    assign dout1 = regfile[add1];
    assign dout2 = regfile[add2];
    always @(posedge clk)
        if (reset) begin
	        regfile[0] <= 0;  regfile[1] <= 0;  regfile[2] <= 0;  regfile[3] <= 0;
	        regfile[4] <= 0;  regfile[5] <= 0;  regfile[6] <= 0;  regfile[7] <= 0;
	        regfile[8] <= 0;  regfile[9] <= 0;  regfile[10] <= 0; regfile[11] <= 0;
	        regfile[12] <= 0; regfile[13] <= 0; regfile[14] <= 0; regfile[15] <= 0;
	        regfile[16] <= 0; regfile[17] <= 0; regfile[18] <= 0; regfile[19] <= 0;
	        regfile[20] <= 0; regfile[21] <= 0; regfile[22] <= 0; regfile[23] <= 0;
	        regfile[24] <= 0; regfile[25] <= 0; regfile[26] <= 0; regfile[27] <= 0;
	        regfile[28] <= 0; regfile[29] <= 0; regfile[30] <= 0; regfile[31] <= 0;
        end 
        else if (we)
	        regfile[add1] <= din1;
endmodule
==> out/qor.rpt <==
RUN STATUS
----------------------------------------------------------------------------------------
Outcome                                                                     finished, final reports clean

LAYOUT
----------------------------------------------------------------------------------------
Max reg flops                                                                        256
Layout Utilization                                                                 56.9%
Final standard cell count with taps included and fillers excluded                  1,233
FILL cells                                                                         2,016
Largest registers                                                           regfile: 256 flops
Post-route design area                                                        15,300 um2
Post-synthesis to final-layout area growth                                         11.7%
Largest register by flop count                                                   regfile
Share of final-layout standard cells stronger than drive strength 1                28.3%

LOGIC SYNTHESIS
----------------------------------------------------------------------------------------
Adder-cell area share of the yosys netlist                                            0%
Count of library flops with an enable pin                                            256
Syn Area/Cell                                                                   16.0 um2
Top area contributor share                                                         56.1%
Netlist area before placement                                                 13,700 um2
Post-synth ARST share                                                                 0%
Part of the Yosys area used for sequential elements                                56.1%
Count of mapped cells out of synthesis                                               858
Count of distinct cell types in the synthesized netlist                               24
Chip area line of the yosys report                                            13,700 um2
Post-synthesis compound-gate area fraction                                         1.75%
Post-synthesis cell count from yosys                                                 858
Commonest register cell after synthesis                                         edfxtp_1
Area fraction in xor and xnor cells                                                   0%
Synthesized registers                                                                256
Tally of yosys warning messages                                                        1
Synth top area cells                                                        edfxtp_1, mux4_2, and2_1
Biggest area consumer among synthesized cells                                   edfxtp_1
Largest family of logic cells by area                                       multiplexers
Mux area share                                                                     24.3%
Simple Share, Synth                                                                15.6%

STA
----------------------------------------------------------------------------------------
Total negative slack for setup checks                                               0 ps
Shortest clock period the worst path allows after layout                         6760 ps
Max_slew headroom                                                                  38.9%
Max-slew violation total from the final report                                         0
RSZ-0062 raised after global routing                                               false
Final number of setup-violating endpoints                                              0
Top achievable clock speed                                                       148 MHz
Hold Vio Cnt, Final                                                                    0
Portion of the clock cycle consumed by the worst path in the final layout          72.7%
Slew at the pin closest to its max-slew limit                                     913 ps

POWER AND IR DROP
----------------------------------------------------------------------------------------
Proportion of power drawn by flip-flops and latches                                47.5%
Clock power frac                                                                   41.1%
Worst supply voltage drop on vdd                                              0.000238 V
PD cells                                                                      189 nW/um2
Switching portion of total power                                                   22.5%
Internal cell power                                                              2.24 mW
Total leakage power                                                              5.13 nW
Switching pwr                                                                     651 uW
Fraction of power consumed by combinational cells                                  11.4%

WORST HOLD PATH
----------------------------------------------------------------------------------------
Hold Path Cell Cnt                                                                     3
Worst min-delay path startpoint                                                  din1[7]
Worst hold path class                                                       input pin to register
Hold-critical path endpoint                                                 regfile[24][7]$_SDFFCE_PN0P_

CLOCK TREE
----------------------------------------------------------------------------------------
Deepest level of the CTS H-tree                                                        1
Reg clk slew, reported paths                                                       60 ps
Number of buffers inserted during clock tree synthesis                                27
Post-CTS Setup Inserts                                                                 0
Clk buf depth                                                                          3
CTS sink count                                                                       256
Number of resized instances in the post-cts repair step                                0
CTS tree                                                                             yes
Root buffer cell                                                               clkbuf_16
Post-CTS Hold Fix Bufs                                                                 0

GLOBAL ROUTING
----------------------------------------------------------------------------------------
Number of antenna violations at the first check in global routing                      2
Total global-route track usage                                                     32.6%
Sum of overflow across all layers after global routing                                 0
Pin count of the biggest net entering global routing                                  50
Number of global-route vias before repair                                          8,783
Wire length of the first global-routing pass                                   58,100 um

PLACEMENT
----------------------------------------------------------------------------------------
Post-detailed-placement cell area                                             14,300 um2
Final weighted congestion in routability-driven placement                          0.954
Placed instance count                                                              1,185
Dpl hpwl                                                                       27,600 um
Number of port buffers                                                                36

ROUTING
----------------------------------------------------------------------------------------
Number of diodes                                                                       0
Final routed wire length divided by cell count                                   31.7 um
Aggregate routed wire length                                                   39,100 um
Sum of met3 wire segment lengths after detailed routing                          7140 um
Number of iterations in the first detailed-routing pass                                5
DRT antenna net count                                                                  0
Met2 wirelength from detailed routing                                          17,000 um
Via-to-Cell Ratio                                                                   6.48
Residual DRC count                                                                     0
Vias after detailed routing                                                        7,993
Highest layer used for signal routing                                               met5
DRT iter0 DRCs                                                                       577
Routed metal-1 wire length                                                     13,900 um

FLOORPLANNING
----------------------------------------------------------------------------------------
Die width                                                                         168 um
Number of core rows                                                                   60
Area of the core region                                                       26,900 um2
IO Count                                                                              37
Full die area                                                                 28,100 um2
Effective utilization at floorplan                                                 51.0%
Die Y                                                                             168 um

SETUP PATH
----------------------------------------------------------------------------------------
Critical Path Start Type                                                       input pin
Required time worst endpoint                                                     7440 ps
WP data arrival                                                                  4900 ps
Category of the critical setup timing path                                  input pin to primary output
Maximum fanout along the worst path                                                   33
Category of the worst setup path capture point                              primary output

FLOW RUN
----------------------------------------------------------------------------------------
Tool warnings                                                                         25
Number of violations of the max-capacitance limit                                      0

[worst max-delay path by stage]
stage        from  endpoint  slack, ps
4_1_cts   add2[1]  dout2[1]       2460
5_1_grt   add2[1]  dout2[6]       2310
6_report  add2[1]  dout2[1]       2540
[metal layers]
metal  up-vias  GRT usage, %
met4         8          4.99
li1       3379             -
met2       610          42.8
met5         -          3.83
met3        63          25.7
met1      3933          47.0
[layout by cell type, fill, tap and decap left out]
cell type        instances
or4b_2                   1
mux4_2                 144
bufinv_16                8
nand3b_1                 3
and2_1                 256
clkinv_2                 2
clkbuf_16               27
nor2_1                  32
edfxtp_1               256
and3_1                   1
or2_2                   32
nand4b_1                 1
mux2_2                   8
clkdlybuf4s50_1         32
or3_1                    1
clkinv_4                 1
or3b_2                   3
and3b_1                  3
nand4_1                  8
clkinvlp_4               2
buf_2                    2
nand4bb_1                2
a22oi_1                 32
nand3_1                  1
nor3_1                   1
clkinv_1                 6
clkbuf_1                 2
nor3b_1                  3
buf_4                   22
[per-stage QoR]
| stage | hold WS, ps | power, mW | setup WS, ps |
|---|---|---|---|
| floorplan | 2060 | 1.57 | 3910 |
| global placement | 2850 | 1.72 | 2500 |
| detailed placement | 2850 | 1.72 | 2470 |
| CTS | 2290 | 2.90 | 2460 |
| global route | 2310 | 2.98 | 2310 |
| finish | 2300 | 2.89 | 2540 |
[final cells by class]
| cell class | instances | area [um2] | area share, % |
|---|---|---|---|
| clock buffers | 29 | 683 | 4.47 |
| clock inverters | 19 | 297 | 1.94 |
| multi-input cells | 532 | 5710 | 37.3 |
| flip-flops and latches | 256 | 7690 | 50.3 |
| well taps | 341 | 427 | 2.79 |
| repair buffers | 56 | 495 | 3.24 |
[cells in the mapped netlist (6+ instances only)]
| library cell | instances |
|---|---|
| clkbuf_1 | 45 |
| and2_1 | 256 |
| or2_2 | 32 |
| mux2_2 | 8 |
| edfxtp_1 | 256 |
| buf_2 | 7 |
| buf_4 | 6 |
| nor2_1 | 32 |
| buf_1 | 11 |
| mux4_2 | 144 |
| a22oi_1 | 32 |
| nand4_1 | 8 |
[power by group through the flow]
stage	registers (mW)	logic [mW]	clock network (mW)
finish	1.37	0.330	1.19
global route	1.38	0.349	1.25
CTS	1.37	0.328	1.20
[cell families (layout without fill, tap and decap cells)]
kind of cell           Yosys count  in the layout
muxes                          152            152
and+or+nand+nor                348            348
AOI/OAI and AO/OA               32             32
DFF                            256            256
buffers and inverters           70            104
[worst max-delay path, cell delays in order]
cell and delay [ps]:
buf_4 510, buf_4 620, mux4_2 580, mux4_2 510, mux2_2 340, clkdlybuf4s50_1 430
Power figures rest on the tool's default switching activity, not on a simulated workload.
