--- design/flow/config.mk ---
export PLATFORM = sky130hd
export DESIGN_NAME = sap1
export DESIGN_NICKNAME = sap1
export VERILOG_FILES = /design/flow/design.v
export SDC_FILE = /design/flow/constraint.sdc
export NUM_CORES = 4
export LEC_CHECK = 1
export CORE_UTILIZATION = 30
--- design/flow/constraint.sdc ---
current_design sap1

set clk_period 6.6
set clk_io_pct 0.2

create_clock -name clk0 -period $clk_period [get_ports {clk}]

set non_clock_inputs [all_inputs -no_clocks]
set_input_delay [expr $clk_period * $clk_io_pct] -clock clk0 $non_clock_inputs
set_output_delay [expr $clk_period * $clk_io_pct] -clock clk0 [all_outputs]
--- design/flow/design.v ---
`timescale 1ns / 1ps
module controller(
    input            clk,      
    input            clr,      
    input [3:0]      inst,     
    output reg [6:1] t,        
    output           mar_sel,  
    output           lm,       
    output           cp,       
    output           li,       
    output           a_sel,    
    output           la,       
    output           lb,       
    output           su,       
    output           lo        
    );
    wire         lda, add, sub, out, halt;
    always @(negedge clk)
        if (clr)
            t <= 6'b000000;
        else begin
            if (t == 0)
                t <= 6'b000001;
            else begin
                t[6:2] <= t[5:1];
                t[1] <= t[6];
            end
        end
    assign lm = t[1] ||
                (t[4] && (lda || add || sub));
    assign la = (t[5] && lda) ||
                (t[6] && (add || sub));
    assign a_sel = t[6] && (add || sub);
    assign lb = t[5] && (add || sub);
    assign lo = t[4] && out;
    assign lda = (inst == 4'b0000);
    assign add = (inst == 4'b0001);
    assign sub = (inst == 4'b0010);
    assign out = (inst == 4'b1110);
    assign halt = (inst == 4'b1111);
    assign cp = t[2];
    assign li = t[3];
    assign mar_sel = t[4];
    assign su = sub;
endmodule
`timescale 1ns / 1ps
module pcounter(
    input clk,           
    input cp,            
    input clr,           
    output [3:0] pc      
    );
    reg [3:0] count;
    always @(posedge clk or posedge clr)
        if (clr)
            count <= 0;
        else if (cp)
            count <= pc + 1;
    assign pc = count;
endmodule
`timescale 1ns / 1ps
module ram(
    input [3:0] a,
    output reg [7:0] d
    );
    always @(*)
        case (a)
            4'b0000: d = 8'b00001001;   
            4'b0001: d = 8'b00011010;   
            4'b0010: d = 8'b00011011;   
            4'b0011: d = 8'b00101100;   
            4'b0100: d = 8'b11100000;   
            4'b0101: d = 8'b11110000;   
            4'b1001: d = 8'h10;         
            4'b1010: d = 8'h14;         
            4'b1011: d = 8'h18;         
            4'b1100: d = 8'h20;         
            default: d = 8'b11111111;   
        endcase
endmodule
`timescale 1ns / 1ps
module sap1(
    input        clk,       
    input        clr,       
    output [3:0] PC,        
    output [3:0] MAR,       
    output [7:0] IR,        
    output [7:0] A,         
    output [7:0] B,         
    output [7:0] OUT,       
    output       T1,        
    output       T2,
    output       T3,
    output       T4,
    output       T5,
    output       T6
    );
    reg [3:0]    mar;       
    reg [7:0]    ir;        
    reg [7:0]    a_reg;     
    reg [7:0]    b_reg;     
    reg [7:0]    out_reg;   
    wire         lm;        
    wire         cp;        
    wire         li;        
    wire         su;        
    wire         lo;        
    wire [7:0]   alu_out;   
    wire [6:1]   t;         
    wire [3:0]   pc;        
    wire [7:0]   ram_data;  
    wire [3:0]   mar_mux;   
    wire         mar_sel;   
    wire [7:0]   a_mux;     
    wire         a_sel;     
    pcounter program_counter (
        .clk(clk),
        .clr(clr),
        .cp(cp),
        .pc(pc)
    );
    assign mar_mux = (mar_sel) ? ir[3:0] : pc;
    always @(posedge clk)
        if (clr)
            mar <= 0;
        else if (lm)
            mar <= mar_mux;
    ram ram (
        .a(mar),
        .d(ram_data)
    );
    always @(posedge clk)
        if (clr)
            ir[7:4] <= 4'b0000;
        else if (li)
            ir <= ram_data;
    controller controller (
        .clk(clk),
        .clr(clr),
        .inst(ir[7:4]),
        .t(t),
        .mar_sel(mar_sel),
        .lm(lm),
        .cp(cp),
        .li(li),
        .a_sel(a_sel),
        .la(la),
        .lb(lb),
        .su(su),
        .lo(lo)
    );
    assign a_mux = (a_sel) ? alu_out : ram_data;
    always @(posedge clk)
        if (clr)
            a_reg <= 0;
        else if (la)
            a_reg <= a_mux;
    assign alu_out = (su) ?
                     a_reg - b_reg    
                   : a_reg + b_reg;   
    always @(posedge clk)
        if (clr)
            b_reg <= 0;
        else if (lb)
            b_reg <= ram_data;
    always @(posedge clk)
        if (clr)
            out_reg <= 0;
        else if (lo)
            out_reg <= a_reg;
    assign PC = pc;
    assign MAR = mar;
    assign IR = ir;
    assign A = a_reg;
    assign B = b_reg;
    assign OUT = out_reg;
    assign T1 = t[1];
    assign T2 = t[2];
    assign T3 = t[3];
    assign T4 = t[4];
    assign T5 = t[5];
    assign T6 = t[6];
endmodule
--- design/flow/run.sh ---
#!/bin/bash
# OpenROAD 26Q1-2900-gdf79404cd8, Yosys 0.63+post, stock flow scripts
make -C /OpenROAD-flow-scripts/flow DESIGN_CONFIG=/design/flow/config.mk WORK_HOME=/design/flow/orfs finish
==> impl_metrics.env <==
# flow metrics
export IMPL_die_area_um2=9210
export IMPL_warnings=33
export IMPL_netlist_area_um2=2650
export IMPL_postRouteAntennaNets=0
export IMPL_rsz0062_at_grt="no"
export IMPL_async_flop_share_pct=7.84
export IMPL_rows=33
export IMPL_synth_cell_types=52
export IMPL_cpPeakStageDelay_ps=590
export IMPL_power_density_nw_per_um2=225
export IMPL_cts_root_buffer="clkbuf_8"
export IMPL_synth_flops=51
export IMPL_cts_hold_buffers=0
export IMPL_tightest_slew_ps=607
export IMPL_ys_sh_aoi_pct=15.1
export IMPL_critical_path_top_delay_family="flip-flops"
export IMPL_hold_viol=0
export IMPL_setup_viol=0
export IMPL_status="finished clean"
export IMPL_gp_congestion=0.857
export IMPL_synth_main_ff_cell="dfxtp_1"
export IMPL_ir_drop_mv=0.0904
export IMPL_simple_gate_share_pct=16.1
export IMPL_fin_util_pct=39.3
export IMPL_grt_pass1_wl_um=9660
export IMPL_core_area_um2=8380
export IMPL_ys_chip_area_um2=2650
export IMPL_edf_count=4
export IMPL_mux_share_pct=11.2
export IMPL_seq_area_frac_synth_pct=40.8
export IMPL_cp_num_buf_inv=1
export IMPL_synth_largest_area_cell="dfxtp_1"
export IMPL_first_pass_iters=4
export IMPL_grt_max_degree=29
export IMPL_track_usage_pct=13.9
export IMPL_finClkSkew_ps=63.4
export IMPL_common_cells="43 x dfxtp_1, 31 x nand2_1, 23 x mux2i_1, 22 x a21oi_1, 22 x nor2_1"
export IMPL_port_buffers=47
export IMPL_cpMaxStageDelayCell="dfxtp_1"
export IMPL_die_width_um=96.0
export IMPL_clock_sinks=51
export IMPL_wl_per_cell_um=13.8
export IMPL_dp_hpwl_um=4410
export IMPL_ctsResizeCount=0
export IMPL_numCtsBuffers=5
export IMPL_clk_pin_slew_ps=90
export IMPL_antenna_found_initial=0
export IMPL_cts_tree="yes"
export IMPL_post_cts_setup_buffers=0
export IMPL_top_cell="dfxtp_1"
export IMPL_slew_viol_final=0
export IMPL_fill_cells=823
export IMPL_path_cells="clkdlybuf4s50_1"
export IMPL_cp_required_ps=5280
export IMPL_syn_avg_cell_area_um2=9.46
export IMPL_vias_per_cell=4.85
export IMPL_overflow=0
export IMPL_leakagePower_nw=1.23
export IMPL_initial_core_util_pct=31.6
export IMPL_drc=0
export IMPL_critPathKind="flop to output port"
export IMPL_end_kind="output port"
export IMPL_syn_inst=280
export IMPL_antenna_cells=0
export IMPL_cp_arrival_ps=4800
export IMPL_cts_max_path_buffers=2
export IMPL_xor_area_share_pct=4.01
export IMPL_ioPinCount=48
export IMPL_top_area_share_pct=32.5
export IMPL_grt_pass1_vias=1915
export IMPL_drt_initial_drc_count=59
export IMPL_dr_total_vias=2102
export IMPL_hold_path_class="flop to flop"
export IMPL_logic_area_um2=1410
export IMPL_worstSetupStartpointType="flop"
export IMPL_adder_share_pct=6.89
export IMPL_yosysWarnings=6
export IMPL_layout_drive_gt1_share_pct=7.01
export IMPL_setup_tns_ps=0
export IMPL_worstSkewPairLatency_ps=360
export IMPL_htreeDepth=2
export IMPL_synthTopCellsByArea="dfxtp_1 32%, mux2i_1 8.7%, ha_1 6.1%"
export IMPL_relSlewSlack_pct=59.4
export IMPL_die_y_um=96.0
export IMPL_drv_cap=0
export IMPL_ys_cells=280
export IMPL_topCombFamilyByArea="simple AND/OR/NAND/NOR gates"
export IMPL_area_delta_synth_final_pct=24.2
export IMPL_seq_area_um2=1080
export IMPL_crit_fanout=10
export IMPL_drt_wl_total_um=5960
final timing paths:
| path | cells after the start | slack (ps) | startpoint | endpoint |
|---|---|---|---|---|
| min reg2reg | 2 | 460 | out_reg[5]$_SDFFE_PP0P_ | out_reg[5]$_SDFFE_PP0P_ |
| min in group asynchronous | 3 | 2060 | clr | program_counter.count[1]$_DFFE_PP0P_ |
| max in group asynchronous | 3 | 4250 | clr | program_counter.count[2]$_DFFE_PP0P_ |
| max | 1 | 480 | controller.t[4]$_SDFF_NP0_ | T4 |
| max reg2reg | 7 | 1070 | controller.t[4]$_SDFF_NP0_ | ram_data[6]$_DFF_P_ |
| min | 2 | 460 | out_reg[5]$_SDFFE_PP0P_ | out_reg[5]$_SDFFE_PP0P_ |
layout by cell type, fill, tap and decap left out, types with 2 or more instances in the layout:
cell,Yosys,layout
mux2_2,4,4
o21ai_0,16,16
nor2_1,22,22
a211oi_1,7,7
a211o_1,2,2
ha_1,13,13
nand2b_1,3,3
nor2b_1,9,9
dfrtp_1,4,4
nor3_1,4,4
mux2i_1,23,23
edfxtp_1,4,4
clkdlybuf4s50_1,0,47
inv_1,17,22
nand2_1,31,31
dfxtp_1,43,43
clkbuf_8,0,6
and3_1,3,3
xnor2_1,7,7
buf_4,4,2
a31oi_1,3,3
xor2_1,2,2
a21oi_1,22,22
metal layers:
layer | global-route usage, % | wire [µm] | up-vias
met1 | 21.1 | 2900 | 976
met2 | 21.0 | 2610 | 56
met4 | 1.24 | 70 | 0
met5 | 0 | 0 | -
li1 | - | - | 1065
met3 | 3.45 | 379 | 5
layout make-up:
class | count | area share, %
multi-input combinational | 198 | 42.9
sequential | 51 | 32.8
timing repair buffer | 49 | 14.7
tap | 105 | 3.99
clock buffer | 6 | 2.51
inverter | 16 | 1.82
clock inverter | 8 | 1.18
cell families (layout without fill, tap and decap cells):
group | after synthesis | in the layout
AOI/OAI and AO/OA | 63 | 63
DFF | 51 | 51
and+or+nand+nor | 83 | 83
buffers and inverters | 31 | 79
xor gates and xnor gates | 10 | 10
muxes | 28 | 28
adders and majority gates | 14 | 14
metrics by stage:
step | worst slack, ps | cells | hold slack (ps) | area [µm²] | power (W)
floorplan | 1350 | 280 | 422 | 2650 | 0.000476
global placement | 883 | 420 | 445 | 3170 | 0.000549
detailed placement | 851 | 420 | 447 | 3170 | 0.000550
CTS | 480 | 433 | 460 | 3290 | 0.000750
global route | 386 | 433 | 481 | 3290 | 0.000787
finish | 484 | 433 | 456 | 3290 | 0.000741
where the power goes:
part	total, W	internal [W]	switching [W]
Sequential	0.000397	0.000350	0.0000472
Clock	0.000207	0.0000912	0.000115
Combinational	0.000138	0.0000832	0.0000545
Total	0.000741	0.000524	0.000217
Power figures rest on the tool's default switching activity, not on a simulated workload.
