### flow/design.v
`timescale 1ns / 1ps
module vga_timing(
    input pixel_clk,
    output vs,
    output hs,
    output [9:0] x,
    output [9:0] y
    );
    localparam HD = 640;     
    localparam HF = 16;      
    localparam HS = 96;      
    localparam HB = 48;      
    localparam VD = 480;     
    localparam VF = 10;      
    localparam VS = 2;       
    localparam VB = 33;      
    reg [9:0] hcount = 0;    
    wire      htop;          
    assign htop = hcount == (HD + HF + HS + HB - 1);
    always @(posedge pixel_clk)
        if (htop)
            hcount <= 0;            
        else
            hcount <= hcount + 1;   
    reg [9:0] vcount = 0;    
    wire      vtop;          
    assign vtop = vcount == (VD + VF + VS + VB - 1);
    always @(posedge pixel_clk)
        if (vtop & htop)
            vcount <= 0;             
       else if (htop)
            vcount <= vcount + 1;    
    assign hs = ! ((hcount >= HD + HF) & (hcount < HD + HF + HS));
    assign vs = ! ((vcount >= VD + VF) & (vcount < VD + VF + VS));
    assign x  = hcount;
    assign y  = vcount;
endmodule
### flow/run.sh
#!/bin/bash
# OpenROAD 26Q1-2900-gdf79404cd8, Yosys 0.63+post, stock flow scripts
make -C /OpenROAD-flow-scripts/flow DESIGN_CONFIG=/design/flow/config.mk WORK_HOME=/design/flow/orfs finish
### flow/config.mk
export PLATFORM = sky130hd
export DESIGN_NAME = vga_timing
export DESIGN_NICKNAME = vga_timing
export VERILOG_FILES = /design/flow/design.v
export SDC_FILE = /design/flow/constraint.sdc
export NUM_CORES = 4
export LEC_CHECK = 1
export CORE_AREA = 10 10 79 79
export DIE_AREA = 0 0 89 89
### flow/constraint.sdc
current_design vga_timing

set clk_period 2.9
set clk_io_pct 0.2

create_clock -name clk0 -period $clk_period [get_ports {pixel_clk}]

set non_clock_inputs [all_inputs -no_clocks]
set_input_delay [expr $clk_period * $clk_io_pct] -clock clk0 $non_clock_inputs
set_output_delay [expr $clk_period * $clk_io_pct] -clock clk0 [all_outputs]
==> flow_summary.ini <==
; physical design summary
[status]
status = finished, final reports clean

[cts]
cts_buffer_depth = 2
clk_latency_ns = 0.25
clkSinkCount = 20
htreeDepth = 1
cts.clk_slew.worst_paths_ns = 0.07
cts_tree = built
clockRootBuffer = clkbuf_8
cts_buffers = 3
ctsHoldBuffers = 0
post_cts_resized = 0
cts_setup_buffers = 0

[synthesis]
post_synth_num_cell_types = 29
yosysChipArea_um2 = 960
ys_sh_mux_pct = 1.04
synth_area_per_cell_um2 = 9.32
ys_ff = 20
adder_share_pct = 6.52
simple_gate_share_pct = 29.6
syn-cell-area_um2 = 960
ys_warn_count = 1
yosys-top-cells-area = dfxtp_1 42%, ha_1 6.5%, xnor2_1 5.5%, xor2_1 5.5%, nand3_1 4.7%
yosysTopAreaCell = dfxtp_1
ys_sh_aoi_pct = 5.87
yosysCellCount = 103
top_cell_area_share_pct = 41.7
synth_seq_share_pct = 41.7
top_logic_kind = simple AND/OR/NAND/NOR gates
syn_inst = 103
synth-xor-area-share_pct = 11.0

[min_path]
holdPathStages = 1
min-delay-start = hcount[0]
hold_path_end = hcount[0]
min_path_type = reg2reg

[routing]
routed_wl_um = 2240
num_vias = 803
routed_via_density = 4.44
drt-pass1-iter-count = 4
wl_met1_um = 1030
diodes = 0
detail_route.wl_per_cell_um = 12.4
highest_layer = met4
wl_met2_um = 1030
post-route-drc-count = 0
first_iter_violations = 64
routed-wl-met3_um = 149
antenna_left = 0

[die]
chip_area_um2 = 7920
num_rows = 25
core_um2 = 4660
io_pins = 23
die_h_um = 89
die_w_um = 89
fp-utilization_pct = 20.6

[setup_path]
slowest_stage = or4_1
r2r_setup_slack_ns = 1.14
cp_slowest_stage_delay_ns = 0.47
cp_top_family = simple AND/OR/NAND/NOR gates
r2r-end = vcount[3]
worst-setup-path-type = reg2out
crit_path_start_kind = flop
setup.worst_path.end_class = primary output
crit_buf_inv = 1
arrival_ns = 1.74
crit-reg2reg-launch = hcount[0]
crit_chain = and3_1 -> or4_1 -> clkdlybuf4s50_1
cp.required_ns = 2.32
r2r_cells = 6
crit_fanout = 7

[job]
warning_count = 29
max_cap_violations = 0

[global_route]
grt_max_degree = 14
first_global_vias = 758
track_usage_pct = 5.57
grt_first_pass_wirelength_um = 3630
antenna_found_initial = 0
overflow = 0

[finish]
post_route_cells_drive_above_1_share_pct = 5.51
fin_cells = 181
final_area_um2 = 1280
final_util_pct = 27.4
syn_to_final_growth_pct = 33.1

[placed_design]
placed_cell_area_um2 = 1240
placed_cells = 178
routabilityCongestion = 0.834
dpl.hpwl_um = 1680
pre_cts_slack_ns = 0.839
port_buffers = 22

[power]
worst_ir_drop_vdd_mv = 0.120
total_power_mw = 0.451
leakagePower_nw = 0.472
powerDensity_nw_per_um2 = 353

[sta]
slew_violations = 0
tns_ns = 0
hold_slack_ns = 0.493
fmax_mhz = 431
setup_ws_ns = 0.581
fin_crit_sh_pct = 80.0
finalSetupViolations = 0
rsz0062_at_grt = false
tightestPinTransition_ns = 0.357
hold_viol_final = 0
skew_ns = 0.00530
slew_headroom_pct = 76.1
period_needed_ns = 2.32
layout make-up:
cell class / instances / area (um2)
multi-input cells: 75 / 518
repair buffers: 23 / 228
fillers: 485 / 3380
flip-flops and latches: 20 / 400
clock buffers: 3 / 41.3
well taps: 54 / 67.6
inverters: 6 / 22.5
worst max-delay path by stage:
stage         start  endpoint  slack [ns]  depth (start not counted)
4_1_cts   hcount[4]        hs        0.55                          3
5_1_grt   vcount[3]        vs        0.48                          4
6_report  hcount[4]        hs        0.58                          3
placed cells by master (no fill, tap or decap):
master and n:
clkdlybuf4s50_1 22, dfxtp_1 20, nand3_1 9, nor2_1 8
nand2_1 7, inv_1 6, xnor2_1 6, xor2_1 6
nand4_1 5, ha_1 5, and3_1 4, nor3_1 3
o21ai_0 3, clkbuf_8 3, o211ai_1 2, and4_1 2
nor2b_1 2, a31oi_1 2, or4_1 1, and2_1 1
nor4_1 1, and4_4 1, nor3b_2 1, nor4bb_1 1
nand4_4 1, mux2i_1 1, a41oi_1 1, nand2b_1 1
a21oi_1 1, buf_4 1
kinds of logic (layout without fill, tap and decap cells):
group,Yosys count,after routing
muxes,1,1
and+or+nand+nor,48,48
adders and majority gates,5,5
AOI/OAI and AO/OA,9,9
DFF,20,20
buffers and inverters,8,32
xor gates and xnor gates,12,12
registers in the layout, summed over array words and instances (netlist names):
register,cells
vcount,10
hcount,10
synth_stat cells, drive strengths merged:
library cell	n
a21oi	1
a31oi	2
a41oi	1
and2	1
and3	4
and4	3
buf	2
dfxtp	20
ha	5
inv	6
mux2i	1
nand2	7
nand2b	1
nand3	9
nand4	6
nor2	8
nor2b	2
nor3	3
nor3b	1
nor4	1
nor4bb	1
o211ai	2
o21ai	3
or4	1
xnor2	6
xor2	6
per-layer routing:
layer  track usage, %  vias up
met1             7.25      378
met3             1.84        2
li1                 -      412
met4             1.45        0
met2             8.71       11
met5                0        -
where the power goes:
part | leakage (nW) | total, mW | switching, mW | internal, mW
clock network | 0.0216 | 0.176 | 0.0840 | 0.0923
registers | 0.161 | 0.274 | 0 | 0.274
logic | 0.289 | 0.000000289 | 0 | 0
Power is estimated from default activity; no workload was simulated.
